<file path="design/flow/run.sh">
#!/bin/bash
# OpenROAD 26Q1-2900-gdf79404cd8, Yosys 0.63+post, stock flow scripts
make -C /OpenROAD-flow-scripts/flow DESIGN_CONFIG=/design/flow/config.mk WORK_HOME=/design/flow/orfs finish
</file>
<file path="design/flow/config.mk">
export PLATFORM = sky130hd
export DESIGN_NAME = mul_array
export DESIGN_NICKNAME = mul_array
export VERILOG_FILES = /design/flow/design.v
export SDC_FILE = /design/flow/constraint.sdc
export NUM_CORES = 4
export LEC_CHECK = 1
export CORE_UTILIZATION = 30
</file>
<file path="design/flow/constraint.sdc">
current_design mul_array

set clk_period 12.6
set clk_io_pct 0.2

create_clock -name clk0 -period $clk_period

set non_clock_inputs [all_inputs -no_clocks]
set_input_delay [expr $clk_period * $clk_io_pct] -clock clk0 $non_clock_inputs
set_output_delay [expr $clk_period * $clk_io_pct] -clock clk0 [all_outputs]
</file>
<file path="design/flow/design.v">
`timescale 1ns / 1ps
module mul_array ( input wire [7:0] a,
				 input wire [7:0] b,
				  output wire [15:0] p );
   wire [9:0] s [8:0];
   wire [9:0] c [8:0];
   generate
      genvar ii, jj;
	   for ( ii = 0; ii <= 8; ii = ii + 1) begin: gen_ii
         for ( jj = 0; jj < 8; jj = jj + 1) begin: gen_jj
            multiply_csa ma(
				       .x  ( ii < 8 ? a[jj] : (jj > 0) ? c[8][jj-1] : 1'b0 ),
                   .y  ( ii < 8 ? b[ii] : 1'b1 ),
                   .si ( ii > 0 && jj < 7 ? s[ii-1][jj+1] : 1'b0 ),
                   .ci ( ii > 0 ? c[ii-1][jj] : 1'b0 ),
                   .so ( s[ii][jj] ),
                   .co ( c[ii][jj] ) );
				if ( ii == 8 ) assign p[8+jj] = s[8][jj];
         end
            if(ii!=8)
			assign p[ii] = s[ii][0];
       end
   endgenerate
endmodule
`timescale 1ns / 1ps
module multiply_csa(input x,
input y,
input si,
input ci,
output so,
output co);
wire p;
assign p=x&y;
assign so=p^si^ci;
assign co=si&p | ci&(si^p);
endmodule
</file>
==> datasheet_impl.txt <==
Characteristics after synthesis and place and route

Parameter                              Value

Timing
  Total negative slack for setup checks    0 ns
  Final tally of max-slew violations    0
  Final Setup Violations    0
  Worst slew pin tran    ~0.32 ns
  Unrepaired setup endpoints after global routing    no
  Worst Setup Slack, final    between 0.2 and 0.3 ns
  Min Tclk post-route    approximately 12 ns
  Maximum operating frequency    0.0813 GHz
  Final hold viol count    0
  Part of the cycle the worst path needs    between 90% and 100%
  Worst rel slew slack    78.9%

Power
  Combinational share of power    100.0%
  Power consumption    ~0.00023 W
  Internal    approximately 0.00015 W
  Clk network pwr share    0%
  Power density over cell area    121 mW/mm^2
  Switching power summed over all nets    0.0000790 W
  Leak pwr    ~0.83 nW
  Sw Share    between 30% and 40%
  IR drop worst, VDD    ~84 uV
  Share of total power in sequential cells    0%

Cells and area
  Register cell area after layout    0 sq um
  Most frequent logic cells in the routed design    48 x fa_1, 36 x nand2_1, 31 x clkdlybuf4s50_1
  Growth of design area from synthesis to finish    18.2%
  Number of sequential cells in the layout    0
  Cell area after layout    between 0.0015 and 0.002 sq mm
  Number of clock-tree buffers in the layout    0
  Final design utilization    between 30% and 40%
  Fraction of layout cells with a size suffix above 1    around 1.1%
  Most frequent logic cell in the layout    fa_1

Synthesis
  Main area contributors after synthesis    fa_1 60%, and2_1 10%, nand2_1 8.4%
  Cell count in the Yosys report    roughly 170
  Cell taking the most area after synthesis    fa_1
  Tally of unique sky130hd cells used after synthesis    8
  Number of warnings issued by yosys    1
  Post-Synthesis Cell Area    0.00161 sq mm
  Area of the synthesized netlist per yosys stat    about 0.0016 sq mm
  Post-synthesis area per instance    a little under 10 sq um
  Number of cells produced by synthesis    167
  Synth Seq Share    0%
  Area fraction of the dominant cell type after synthesis    59.7%

Route
  DR iter-0 viols    17
  Count of unresolved DRC violations after routing    0
  Antenna diode count    0
  Sum of routed wire length over all layers    2220 um
  WL per Instance    8.76 um
  Via-per-instance ratio    between 4 and 5
  Count of TritonRoute iterations in the first routing pass    2
  Vias    approximately 1100
  Residual antenna-violating net count after detailed routing    0

Worst hold path
  Hold path cells    3
  Hold/Removal Path Class    input port to output port
  Min-Delay Endpoint    p[0]
  Start point of the worst hold path    b[0]

Placement
  Dpl ws    between 0.15 and 0.2 ns
  Buffers added on ports    32
  Final GP Congestion    ~0.75
  DPL Wire Length    roughly 2100 um
  Area of placed instances    ~0.0019 sq mm

Setup path
  Maximum fanout along the worst path    8
  Critical Path RT    approximately 10 ns
  Worst path arrival time    9.78 ns
  Category of the most critical setup path    input port to output port
  Startpoint Class    input port
  Critical Path End Type    output port

Global route
  Wire length of the first global-routing pass    4030 um
  Number of global-route vias before repair    986
  Overall fraction of global-route tracks in use    a little under a tenth
  Global-route congestion overflow total    0
  Pin count of the biggest net entering global routing    9
  Initial antenna violation count    0

Flow run
  Tool warning count    32
  Maximum capacitance violations    0

Floorplan
  Initial Util    between 30% and 40%
  Die Span Y    75.3 um
  Number of rows created at floorplan    26
  Placeable Area    a little over 0.005 sq mm
  Boundary Pins    32
  Area of the die    ~0.0057 sq mm
  Chip width    ~75 um

Clocking
  Post-CTS sizing    0
  Post-CTS Hold Buffers    0
  Number of setup buffers added after CTS    0

Status
  Run status    completed
power groups by stage:
stage | combinational, W | sequential, W | clock [W]
4_1_cts | 0.000241 | 0 | 0
5_1_grt | 0.000270 | 0 | 0
6_report | 0.000229 | 0 | 0
worst max-delay path by stage:
stage | from | endpoint
after CTS | a[6] | p[14]
after global routing | b[1] | p[14]
final | b[1] | p[14]
per-stage QoR:
stage / hold slack (ns) / cells
floorplan: 5.22 / 167
global placement: 6.12 / 253
detailed placement: 6.12 / 253
CTS: 6.12 / 253
global route: 6.19 / 253
finish: 6.11 / 253
kinds of logic after synthesis:
group	synth area share, %
AND/OR/NAND/NOR	19.3
adder cells (fa/ha/maj)	65.9
buffers and inverters	14.8
metal layers:
metal / part of all wire (%) / GRT usage, % / vias up
li1: - / - / 494
met1: 48 / 15.3 / 540
met2: 48 / 15.6 / 22
met3: 3.4 / 0.407 / 0
met4: 0 / 0 / 0
met5: 0 / 0 / -
cell usage after synthesis:
cell,number
buf_4,16
and2_2,1
ha_1,8
and2_1,27
buf_2,1
inv_1,30
nand2_1,36
fa_1,48
layout make-up:
type,count,area (sq um)
tap,70,87.6
timing repair buffer,33,330
multi-input combinational,120,1370
inverter,30,113
fill,554,3240
critical path, stage by stage:
cell and delay [ns]:
clkdlybuf4s50_1 0.52, and2_1 0.22, ha_1 0.27, inv_1 0.05
fa_1 0.52, fa_1 0.44, fa_1 0.41, fa_1 0.49
inv_1 0.05, fa_1 0.48, fa_1 0.49, ha_1 0.23
fa_1 0.42, fa_1 0.45, fa_1 0.42, fa_1 0.42
fa_1 0.42, fa_1 0.51, clkdlybuf4s50_1 0.46
No activity file was given, so power comes from the tool's default toggle rates.
