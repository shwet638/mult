--- /design/flow/run.sh ---
#!/bin/bash
# OpenROAD 26Q1-2900-gdf79404cd8, Yosys 0.63+post, stock flow scripts
make -C /OpenROAD-flow-scripts/flow DESIGN_CONFIG=/design/flow/config.mk WORK_HOME=/design/flow/orfs finish
--- /design/flow/config.mk ---
export PLATFORM = sky130hd
export DESIGN_NAME = multiply8
export DESIGN_NICKNAME = multiply8
export VERILOG_FILES = /design/flow/design.v
export SDC_FILE = /design/flow/constraint.sdc
export NUM_CORES = 4
export LEC_CHECK = 1
export CORE_UTILIZATION = 30
--- /design/flow/constraint.sdc ---
current_design multiply8

set clk_period 7.8
set clk_io_pct 0.2

create_clock -name clk0 -period $clk_period

set non_clock_inputs [all_inputs -no_clocks]
set_input_delay [expr $clk_period * $clk_io_pct] -clock clk0 $non_clock_inputs
set_output_delay [expr $clk_period * $clk_io_pct] -clock clk0 [all_outputs]
--- /design/flow/design.v ---
`timescale 1ns / 1ps
module adder(input  a,
input  b ,
output  cout,
output sum);
assign sum=a^b;
assign cout=a&b;
endmodule
`timescale 1ns / 1ps
module adder_full(input a,
input b,
input cin,
output cout,
output sum);
wire [1:0] w_sel;
assign w_sel[1]=a;
assign w_sel[0]=b;
mux4 m1(.sel(w_sel),.d0(1'b0),.d1(cin),.d2(cin),.d3(1'b1),.c(cout));
wire temp;
assign temp=~cin;
mux4 m2(.sel(w_sel),.d0(cin),.d1(temp),.d2(temp),.d3(cin),.c(sum));
endmodule
`timescale 1ns / 1ps
module multiply(input [1:0]a,
input [1:0] b,
output [3:0] c);
wire [3:0] w;
assign c[0]=a[0]&b[0];
assign w[0]=a[0]&b[1];
assign w[1]=a[1] & b[0];
assign w[2]=a[1]&b[1];
adder add_c1(.a(w[0]),.b(w[1]),.cout(w[3]),.sum(c[1]));
adder add_c2(.a(w[3]),
.b(w[2]),
.sum(c[2]),
.cout(c[3])
);
endmodule
`timescale 1ns / 1ps
module multiply4x4(input [3:0]a,
input[3:0] b,output [7:0] c );
wire [3:0] p1;
wire [3:0] p2;
wire [3:0] p3;
wire [3:0] p4;
wire [5:0] w1;
wire [5:0] temp;
multiply m1(.a(a[1:0]),.b(b[1:0]),.c(p1));
assign c[1:0]=p1[1:0];
multiply m2(.a(a[3:2]),.b(b[1:0]),.c(p2));
multiply m3(.a(a[1:0]),.b(b[3:2]),.c(p3));
multiply m4(.a(a[3:2]),.b(b[3:2]),.c(p4));
sixbitmcsa s1(.a({2'b00,p2}),.b({2'b00,p3}),.c(w1));
sixbitmcsa s2(.a(w1),.b({p4,p1[3:2]}),.c(temp));
assign c[7:2]=temp;
endmodule
`timescale 1ns / 1ps
module multiply8(input [7:0] a,
input [7:0] b,
input clk,
output [15:0] c 
);
wire [7:0] p;
wire  [7:0] p1;
wire [7:0] p2;
wire [7:0] p3;
wire [11:0] temp;
wire [11:0] temp_ans;
multiply4x4 m1(.a(a[3:0]),
.b(b[3:0]),
.c(p)
);
assign c[3:0]=p[3:0];
multiply4x4 m2(.a(a[7:4]),.b(b[3:0]),.c(p1));
multiply4x4 m3(.a(a[3:0]),.b(b[7:4]),.c(p2));
multiply4x4 m4(.a(a[7:4]),.b(b[7:4]),.c(p3));
twbitmcsa t1(.a({4'b0000,p1}),.b({4'b0000,p2}),.c(temp));
twbitmcsa t2(.a(temp),.b({p3,p[7:4]}),.c(temp_ans));
assign c[15:4]=temp_ans;
endmodule
`timescale 1ns / 1ps
module mux4(input [1:0] sel,input d0,input d1,input d2,input d3,output reg c );
always @(*)
begin 
    case (sel)
        2'b00: c<=d0;
        2'b01: c<=d1;
        2'b10: c<=d2;
        2'b11: c<=d3;
endcase
end
endmodule
`timescale 1ns / 1ps
module sixbitmcsa(input [5:0] a,
input [5:0] b,
output [5:0] c);
wire w1,w2,w3,w4,w5;
adder a1(.a(a[0]),.b(b[0]),.sum(c[0]),.cout(w1));
adder_full fa1(.a(a[1]),.b(b[1]),.cin(w1),.sum(c[1]),.cout(w2));
adder_full fa2(.a(a[2]),.b(b[2]),.cin(w2),.sum(c[2]),.cout(w3));
adder_full fa3(.a(a[3]),.b(b[3]),.cin(w3),.sum(c[3]),.cout(w4));
adder_full fa4(.a(a[4]),.b(b[4]),.cin(w4),.sum(c[4]),.cout(w5));
adder_full fa5(.a(a[5]),.b(b[5]),.cin(w5),.sum(c[5]),.cout());
endmodule
`timescale 1ns / 1ps
module twbitmcsa(input [11:0] a,
input [11:0] b,
output [11:0] c
);
wire w1,w2,w3,w4,w5,w6,w7,w8,w9,w10,w11;
adder a1(.a(a[0]),.b(b[0]),.sum(c[0]),.cout(w1));
adder_full fa_1(.a(a[1]),.b(b[1]),.cin(w1),.sum(c[1]),.cout(w2));
adder_full fa_2(.a(a[2]),.b(b[2]),.cin(w2),.sum(c[2]),.cout(w3));
adder_full fa_3(.a(a[3]),.b(b[3]),.cin(w3),.sum(c[3]),.cout(w4));
adder_full fa_4(.a(a[4]),.b(b[4]),.cin(w4),.sum(c[4]),.cout(w5));
adder_full fa_5(.a(a[5]),.b(b[5]),.cin(w5),.sum(c[5]),.cout(w6));
adder_full fa_6(.a(a[6]),.b(b[6]),.cin(w6),.sum(c[6]),.cout(w7));
adder_full fa7(.a(a[7]),.b(b[7]),.cin(w7),.sum(c[7]),.cout(w8));
adder_full fa8(.a(a[8]),.b(b[8]),.cin(w8),.sum(c[8]),.cout(w9));
adder_full fa9(.a(a[9]),.b(b[9]),.cin(w9),.sum(c[9]),.cout(w10));
adder_full fa10(.a(a[10]),.b(b[10]),.cin(w10),.sum(c[10]),.cout(w11));
adder_full fa11(.a(a[11]),.b(b[11]),.cin(w11),.sum(c[11]),.cout());
endmodule
==> GITHUB_STEP_SUMMARY <==
### Yosys + OpenROAD results

| Metric | Value |
|---|---|
| CP arrival | a little under 7 ns |
| Netlist cell types | 9 |
| Place WS | -1.46 ns |
| Worst Path Buf+Inv | 8 |
| Hold Path Class | in -> out |
| Worst setup margin | -0.589 ns |
| Antenna viol nets, final | 0 |
| Core ar. | approximately 7200 µm² |
| Synth top cells by count | inv_1, and2_1, ha_1 |
| Setup CP Type | in -> out |
| MI comb area | 1990 µm² |
| Initial antenna violation count | 0 |
| Worst Path Max Fanout | 2 |
| Pin count of the biggest net entering global routing | 8 |
| Final period util | 108% |
| Final hold viol count | 0 |
| Status | finished with violations |
| CP dominant cell by count | fa_2 |
| OpenROAD warning count | 36 |
| Failing checks | negative setup slack |
| Seq share, synth | 0% |
| Fillers | ~720 |
| Vias in the first global route | 1454 |
| CP Data Required Time | ~6.2 ns |
| Avg Synthesized Cell Area | a little over 9 µm² |
| Die width | 88.4 µm |
| # rows | 31 |
| Top cell area share | slightly below 40% |
| Yosys top cell by instances | inv_1 |
| Seq cells | 0 |
| Worst slew margin | about 82% |
| Hold path cells | 4 |
| Max Slew Vio Count | 0 |
| Delay-heaviest family, CP | adder cells |
| Critical path depth | 25 |
| Max Cap Violations | 0 |
| Area Overhead vs Synth | 26.3% |
| Via count | 1484 |
| Clock buf count | 0 |
| Yosys chip area | approximately 2200 µm² |
| Finish-stage setup viols | 4 |
| Post-layout util | approximately 39% |
| Tot GR Track Use | 11.1% |
| PwrDens | roughly 140 nW/µm² |
| Total power draw | roughly 0.39 mW |
| Synth area leader | fa_1 |
| Yosys warnings | 1 |
| Main area contributors | fa_1, ha_1, and2_1, inv_1, buf_4 |
| Crit-path slowest cell | fa_2 |
| Chip area | between 7000 and 8000 µm² |
| Crit. End Element | primary output |
| Crit path time final | around 8.4 ns |
| Mapped cell area | 2240 µm² |
| Ant diodes | 0 |
| Register area | 0 µm² |
| Routed vias/inst | 3.91 |
| Initial DRC count | 16 |
| Standby leakage power | about 1.4 nW |
| Detail Placement HPWL | approximately 3600 µm |
| Io pins | 33 |
| Hold Path Sink | c[0] |
| Crit path largest cell delay | around 0.53 ns |
| Unrepaired setup endpoints after global routing | yes |
| CP startpoint kind | primary input |
| First-pass GRT wire length | 6490 µm |
| Worst Hold Launch | a[0] |
| Cells after Synth | roughly 240 |
| Worst hold slack | around 3.9 ns |
| Peak supply drop | a little over 0.08 mV |
| Overflow after GRT | 0 |
| GP Congestion | between 0.7 and 0.8 |
| Layout cell share with drive strength beyond 1 | 28.5% |
| Worst Tran Pin Value | 0.262 ns |
| TNS Setup | -1.66 ns |
| Drt total wl | between 3000 and 4000 µm |
| Buffers on Ports | 32 |
| Drt drc | 0 |
| Max Fclk | between 0.1 and 0.15 GHz |
| Hold_buf cts | 0 |
| Die height | roughly 88 µm |
| FP Core Util | 31.0% |
| Routed WL per cell | roughly 10 µm |
| Pre-antenna DRT Iters | 2 |
| Yosys cell count | around 240 |
-- per-stage QoR --
step / cell area [µm²] / std cells
floorplan: 2350 / 244
global placement: 2820 / 379
detailed placement: 2820 / 379
CTS: 2820 / 380
global route: 2830 / 380
finish: 2830 / 380
-- layer usage --
metal,GRT usage [%],up-vias,routed length [µm]
met2,17.4,22,1730
li1,-,762,-
met3,0.757,0,118
met4,0,0,0
met5,0,-,0
met1,18.6,700,1940
-- worst min-delay path: cells and delay by family --
family                 cells  cell delay, ns
buffers and inverters      3            0.63
AND/OR/NAND/NOR            1            0.14
-- cells by family (layout without fill, tap and decap cells) --
family                   after synthesis  after routing  share of synthesized area (%)
buffers and inverters                 89            126                           17.4
adder cells (fa/ha/maj)               87             87                           63.1
AND/OR/NAND/NOR                       64             64                           17.3
XOR/XNOR                               4              4                           2.18
-- final cells by class --
| class | count | area share (%) |
|---|---|---|
| inverters | 74 | 9.83 |
| well taps | 99 | 4.38 |
| repair buffers | 52 | 15.5 |
| multi-input cells | 155 | 70.3 |
-- power breakdown --
| group | switching (mW) | total [mW] | internal, mW |
|---|---|---|---|
| registers | 0 | 0 | 0 |
| clock network | 0 | 0 | 0 |
| logic | 0.154 | 0.386 | 0.232 |
-- cell usage in the layout (no fill, tap or decap), types with 2 or more instances in the layout --
master / n
and2_1: 54
and2_4: 5
buf_2: 7
buf_4: 21
buf_6: 3
buf_8: 2
clkdlybuf4s15_1: 3
clkdlybuf4s50_1: 10
dlygate4sd2_1: 6
fa_1: 24
fa_2: 19
ha_1: 37
ha_4: 6
inv_1: 58
inv_2: 16
nand2_1: 5
xnor2_1: 2
-- worst max-delay path by stage --
stage	start	to	slack [ns]
CTS	b[2]	c[15]	-0.66
global route	b[3]	c[15]	-0.78
finish	b[3]	c[15]	-0.59
-- repair_timing --
action | CTS | global route
setup endpoints to repair | 8 | 7
gates resized | 85 | 3
pin swaps | 28 | 3
buffers inserted | 2 | 0
Power and IR drop assume default switching activity.
